[./config.mk]
export PLATFORM = sky130hd
export DESIGN_NAME = FSM_OneHot_Reversed
export DESIGN_NICKNAME = FSM_OneHot_Reversed
export VERILOG_FILES = /design/flow/design.v
export SDC_FILE = /design/flow/constraint.sdc
export NUM_CORES = 4
export LEC_CHECK = 1
export CORE_AREA = 10 10 72 72
export DIE_AREA = 0 0 82 82
[./constraint.sdc]
current_design FSM_OneHot_Reversed

set clk_period 2.1
set clk_io_pct 0.2

create_clock -name clk0 -period $clk_period [get_ports {clk}]

set non_clock_inputs [all_inputs -no_clocks]
set_input_delay [expr $clk_period * $clk_io_pct] -clock clk0 $non_clock_inputs
set_output_delay [expr $clk_period * $clk_io_pct] -clock clk0 [all_outputs]
[./design.v]
module FSM_OneHot_Reversed (
    input logic clk,
    input logic reset,
    input logic in,
    output logic [3:0] out
);
    typedef enum logic [8:0] {
        S0 = 9'b000000001,
        S1 = 9'b000000010,
        S2 = 9'b000000100,
        S3 = 9'b000001000,
        S4 = 9'b000010000,
        S5 = 9'b000100000,
        S6 = 9'b001000000,
        S7 = 9'b010000000,
        S8 = 9'b100000000
    } state_t;
    state_t state, next_state;
    always_ff @(posedge clk or posedge reset) begin
        if (reset)
            state <= S0;
        else
            state <= next_state;
    end
    always_comb begin
        case (state)
            S8: next_state = (in) ? S8 : S0;
            S7: next_state = (in) ? S8 : S7;
            S6: next_state = (in) ? S7 : S6;
            S5: next_state = (in) ? S6 : S5;
            S4: next_state = (in) ? S5 : S4;
            S3: next_state = (in) ? S4 : S3;
            S2: next_state = (in) ? S3 : S2;
            S1: next_state = (in) ? S2 : S1;
            S0: next_state = (in) ? S1 : S0;
            default: next_state = S0;
        endcase
    end
    always_comb begin
        case (state)
            S0: out = 4'b0000;
            S1: out = 4'b0001;
            S2: out = 4'b0010;
            S3: out = 4'b0011;
            S4: out = 4'b0100;
            S5: out = 4'b0101;
            S6: out = 4'b0110;
            S7: out = 4'b0111;
            S8: out = 4'b1000;
            default: out = 4'b0000;
        endcase
    end
endmodule
[./run.sh]
#!/bin/bash
# OpenROAD 26Q1-2900-gdf79404cd8, Yosys 0.63+post, stock flow scripts
make -C /OpenROAD-flow-scripts/flow DESIGN_CONFIG=/design/flow/config.mk WORK_HOME=/design/flow/orfs finish
==> commit_impl_results.txt <==
Log flow metrics for this revision

- Adder and majority gate portion of the synthesized area: 0%
- After Yosys synthesis, AND-OR and OR-AND compound gates account for 4.90% of the synthesized area.
- Total cell area reported by yosys after synthesis: 358 sq um
- Per the timing report, the biggest fanout along the worst path comes to 5.
- Gate count of the mapped netlist: 24
- The synthesized netlist occupies a cell area of 358 sq um.
- Worst endpoint data arrival time: 1610 ps
- Insertion delay to the later sink of the worst-skew pair: 230 ps
* Classification of the worst setup path: reg -> out
* Area share, top type: 55.9%
* Clock skew: 1.60 ps
* Quantity of gates resized following cts: 0
- Maximum clock frequency: 0.492 GHz
- MUX area fraction: 22.0%
- Tally of OpenROAD warnings: 25
- At the floorplan stage, the core utilization is reported as 9.70%.
- Capture point of the critical path: out[2]
* Wire length of the first global-routing pass: 1050 microns
- Worst setup EP type: primary output
* Sequential element share of the synthesized area: 63.3%
* Total leakage power: 0.238 nW
* Largest vdd supply drop: 367 uV
- Via density: 2.69
- Final count of pins violating max slew: 0
* Post-detailed-routing wire length: 675 microns
- Count of cells along the worst register-to-register path: 1
* Signed area change from the synthesized netlist to the final layout: 43.7%
- Normalized max-slew margin: 73.1%
* Outcome: finished, final reports clean
* Worst hold slack: 450 ps
- For reference, the clock transition at the flip-flops on the worst setup and hold paths is 40 ps.
- Fraction of final layout cells with drive strength greater than 1: 37.5%
- Per the summary, power density relative to cell area is 732 mW/mm^2.
* Synth Register Bits: 9
- Yosys stat cell total: 24
- The most critical min-delay path falls under in -> async.
* Die ar.: 0.00672 sq mm
- Clock tree sinks: 9
* Area fraction in xor and xnor cells: 0%
- The placement summary gives the final routability congestion estimate as 0.705.
* Data required time of the worst path: 1680 ps
- Setup Total Neg Slack: 0 ps
- Top cells, area: sky130_fd_sc_hd__dfrtp_1 (56%), sky130_fd_sc_hd__mux2_2 (22%), sky130_fd_sc_hd__dfstp_2 (7.3%), sky130_fd_sc_hd__or4_1 (6.3%), sky130_fd_sc_hd__o21ba_2 (2.8%)
- The repair_antennas step left the layout with diodes totalling 0.
- Per the TritonCTS log, the buffer count is 3.
- Detailed-route iteration 0 reported a violation count of 0.
- In this run the count of I/O pins placed on the die edge is 7.
- In the log, the iteration count for the first detailed-route pass is 1.
- Placeable core region: 0.00369 sq mm
- Antenna violation net count after detailed routing: 0
- The number of hold buffers added after CTS was 0.
* CTS max path bufs: 2
* CTS Root Cell: sky130_fd_sc_hd__clkbuf_8
- Per the placement log, port buffering inserted 6 buffers.
- The report counts max-capacitance violations totalling 0.
- Summing over every cut layer, the via total after detailed routing is 215.
- Setup slack, reg-to-reg: 1310 ps
* CTS HTree Levels: 1
- The floorplan step set the die width to 82 microns.
- Counting the warning lines in the Yosys log gives 1.
- Post-CTS setup-driven buffer insertion count: 0
* Total global-route track usage: 2.13%
- The final hold violation count recorded for this run is 0.
- TritonCTS built the clock tree.
* Final critical-path required period: 2030 ps
- The worst setup path is launched from a flip-flop.
* Antenna violations before repair: 0
- After detailed routing, the number of remaining DRC violations is 0.
- According to the floorplan report, the die height is 82 microns.
- Count of cell types in the netlist: 9
- RSZ-0062 raised after global routing: false
- Dividing the final minimum period by the clock period gives 96.8%.
- For the pin with the worst max-slew slack, the measured transition is 402 ps.
* Total overflow reported by the global router: 0
* Mean Syn Cell Area: 14.9 sq um
* Setup violations, final: 0
- Entering global routing, the biggest net connects 10 pins.
- Post-synthesis simple-gate area fraction: 6.29%
- Routed WL per cell: 8.44 microns
- In the synthesized netlist, the dominant kind of combinational cell is multiplexers.
* Via count of the first global-routing pass: 219
- Per the synthesis report, the dominant area consumer among library cells is sky130_fd_sc_hd__dfrtp_1.
* Cell row count: 22
* Final Total Pwr: 0.377 mW
## cell usage in the layout, fill, tap and decap left out, drive strengths merged
cell type,netlist,final
clkbuf,1,4
clkdlybuf4s50,0,6
dfrtp,8,8
dfstp,1,1
inv,1,1
mux2,7,7
o21a,1,1
o21ba,1,1
or4,3,3
## worst min-delay path by stage
stage	slack, ps	from	to
4_1_cts	460	reset	async pin
5_1_grt	480	reset	state[1]
6_report	450	reset	state[1]
## metrics by stage
step                      instances  util (%)  setup WS (ps)  instance area [sq um]
final                            80      13.9           66.4                    514
after global routing             80      13.9          0.409                    514
after CTS                        80      13.9           46.3                    514
after detailed placement         76      12.7            319                    469
after global placement           76      12.7            314                    469
after floorplan                  24         -            839                    358
## layout make-up
cell class              count  area (sq um)
well taps                  48          60.1
clock buffers               4          45.0
flip-flops and latches      9           226
repair buffers              6          60.1
inverters                   1          3.75
multi-input cells          12           119
fillers                   427          3170
## Yosys cell counts
cell and count:
sky130_fd_sc_hd__buf_2 1, sky130_fd_sc_hd__clkbuf_1 1, sky130_fd_sc_hd__dfrtp_1 8, sky130_fd_sc_hd__dfstp_2 1, sky130_fd_sc_hd__inv_1 1, sky130_fd_sc_hd__mux2_2 7, sky130_fd_sc_hd__o21a_1 1, sky130_fd_sc_hd__o21ba_2 1
sky130_fd_sc_hd__or4_1 3
## cells by family after synthesis
| logic type | Yosys count |
|---|---|
| flip-flops | 9 |
| multiplexers | 7 |
| AND/OR/NAND/NOR | 3 |
| buffers and inverters | 3 |
| AND-OR/OR-AND | 2 |
## where the power goes
group	internal, mW	switching [mW]
Sequential	0.174	0
Combinational	0.00563	0.00638
Clock	0.131	0.0589
## worst max-delay path, stage by stage (launching register included)
cell                              delay [ps]
sky130_fd_sc_hd__dfrtp_1                 400
sky130_fd_sc_hd__or4_1                   550
sky130_fd_sc_hd__clkdlybuf4s50_1         440
## routing by layer
layer	share of wire (%)	track usage, %	wire, microns
met5	0	0	0
met4	0	0.170	0
met3	9.0	1.76	61
met2	37	2.43	247
met1	54	3.04	367
No activity file was given, so power comes from the tool's default toggle rates.
