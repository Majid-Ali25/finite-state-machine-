**flow/design.v**
```verilog
module FSM_OneHot (
    input logic clk,
    input logic reset,
    input logic in,
    output logic [3:0] out
);
    typedef enum logic [8:0] {
        S0 = 9'b000000001,
        S1 = 9'b000000010,
        S2 = 9'b000000100,
        S3 = 9'b000001000,
        S4 = 9'b000010000,
        S5 = 9'b000100000,
        S6 = 9'b001000000,
        S7 = 9'b010000000,
        S8 = 9'b100000000
    } state_t;
    state_t state, next_state;
    always_ff @(posedge clk or posedge reset) begin
        if (reset)
            state <= S0;
        else
            state <= next_state;
    end
    always_comb begin
        case (state)
            S0: next_state = (in) ? S1 : S0;
            S1: next_state = (in) ? S2 : S1;
            S2: next_state = (in) ? S3 : S2;
            S3: next_state = (in) ? S4 : S3;
            S4: next_state = (in) ? S5 : S4;
            S5: next_state = (in) ? S6 : S5;
            S6: next_state = (in) ? S7 : S6;
            S7: next_state = (in) ? S8 : S7;
            S8: next_state = (in) ? S8 : S0;
            default: next_state = S0;
        endcase
    end
    always_comb begin
        case (state)
            S0: out = 4'b0000;
            S1: out = 4'b0001;
            S2: out = 4'b0010;
            S3: out = 4'b0011;
            S4: out = 4'b0100;
            S5: out = 4'b0101;
            S6: out = 4'b0110;
            S7: out = 4'b0111;
            S8: out = 4'b1000;
            default: out = 4'b0000;
        endcase
    end
endmodule
```
**flow/run.sh**
```bash
#!/bin/bash
# OpenROAD 26Q1-2900-gdf79404cd8, Yosys 0.63+post, stock flow scripts
make -C /OpenROAD-flow-scripts/flow DESIGN_CONFIG=/design/flow/config.mk WORK_HOME=/design/flow/orfs finish
```
**flow/config.mk**
```make
export PLATFORM = sky130hd
export DESIGN_NAME = FSM_OneHot
export DESIGN_NICKNAME = FSM_OneHot
export VERILOG_FILES = /design/flow/design.v
export SDC_FILE = /design/flow/constraint.sdc
export NUM_CORES = 4
export LEC_CHECK = 1
export CORE_AREA = 10 10 72 72
export DIE_AREA = 0 0 82 82
```
**flow/constraint.sdc**
```tcl
current_design FSM_OneHot

set clk_period 2.1
set clk_io_pct 0.2

create_clock -name clk0 -period $clk_period [get_ports {clk}]

set non_clock_inputs [all_inputs -no_clocks]
set_input_delay [expr $clk_period * $clk_io_pct] -clock clk0 $non_clock_inputs
set_output_delay [expr $clk_period * $clk_io_pct] -clock clk0 [all_outputs]
```
==> notes.md <==
run results: outcome=complete, no violations, final period demand of the worst path=2030 ps, switching power total=65.3 uW, post-synthesis instance area=358 sq um, initial antenna violation count=0, maximum achievable frequency=492 MHz, Max Transition Viols Final=0, synth top area cells=sky130_fd_sc_hd__dfrtp_1 (56%), sky130_fd_sc_hd__mux2_2 (22%), sky130_fd_sc_hd__dfstp_2 (7.3%), clock transition at the register clock pins on the worst setup and hold paths after CTS=40 ps, mean post-synth cell area=14.9 sq um, Sum Neg Setup Slack=0 ps, tally of nets with antenna violations remaining after routing=0, Synth flops=9, overall die height=82 um, clock buffer count from CTS=3, capturing element type of the critical path=primary output, WP data arrival=1610 ps, number of failing setup endpoints in the final timing report=0, number of enable-type register cells in the synthesized netlist=0, proportion of netlist area held by the largest area contributor=55.9%, overall fraction of global-route tracks in use=2.13%, total grt overflow=0, clock tree from TritonCTS=done, Yosys cell types=9, Worst Path Max Fanout=5, destination of the critical timing path=out[2], class of the tightest hold or removal check=in2async, IO Port Bufs=6, Synth area leader=sky130_fd_sc_hd__dfrtp_1, PwrDens=732 nW/um^2, layout-stage area growth over the synthesis result=43.7%, Critical Path Start Type=flop, clock share of power=50.5%, depth of the worst register-to-register path=1, peak supply drop=0.367 mV, Internal=311 uW, Flop pwr share=46.3%, I/O pin count=7, Chip Area, Yosys=358 sq um, Chip Width=82 um, number of H-tree levels=1, via count of the first global-routing pass=219, Synth Flop Type=sky130_fd_sc_hd__dfrtp_1, clock root buffer=sky130_fd_sc_hd__clkbuf_8, register area=226 sq um, area post-placement=469 sq um, area of the placeable core=3690 sq um, count of vias placed by the detailed router=215, final hold violations=0, Total Routed Length=675 um, tally of OpenROAD warnings=25, initial core utilization=9.70%, Resized cells post-CTS=0, path type of the worst setup path=reg2out, standby leakage power=0.238 nW, commonest cells in the netlist=sky130_fd_sc_hd__dfrtp_1 (8), sky130_fd_sc_hd__mux2_2 (7), sky130_fd_sc_hd__or4_1 (3), gpl congestion=0.705, synth warn=1, top cell type by instance count after synthesis=sky130_fd_sc_hd__dfrtp_1, vias per cell=2.69, post-synthesis cell count from yosys=24, Final Skew=1.60 ps, Routed WL per cell=8.44 um, Worst Setup Slack post-DPL=319 ps, Synth Seq Share=63.3%, placement row count=22, number of DRC violations after detailed-routing iteration 0=0, maxcap violations=0, Overall Power=377 uW, Async S/R FF share, synth=100%, buffer levels on the longest clock path=2, Worst-Skew Late Latency=230 ps, setup bufs post-CTS=0, global-route wire length before repair=1050 um, cells along the critical path=or4_1, clkdlybuf4s50_1, Relative slew margins=73.1%, fraction of power spent switching nets=17.3%, sink count of the clock tree=9, setup repair after global routing missed its margin=false, pin count of the biggest net entering global routing=10, number of detailed-routing iterations run before antenna repair=1, share of cells above drive strength 1=37.5%, filler cell count in the final layout=427, fin worst setup slack=66.4 ps, area taken by multi-input logic gates=119 sq um, Comb power frac=3.2%, area of the chip=6720 sq um, register-to-register setup slack=1310 ps, Antenna Diode Count=0, Gate Count Post-Synth=24, crit-path max cell delay=550 ps, Post-route DRC=0, critical path data required time=1680 ps, transition time at the pin with the least slew margin=402 ps, final critical-path share of the clock period=96.8%, final non-filler cell area=514 sq um, Slowest cell on crit path=sky130_fd_sc_hd__or4_1, Hold Buf Count CTS=0
-- power groups by stage --
stage	sequential [mW]	clock (mW)	combinational [mW]
4_1_cts	0.174	0.199	0.0124
5_1_grt	0.174	0.209	0.0132
6_report	0.174	0.190	0.0120
-- stage by stage --
| step | instances | hold WS, ps | utilization, % |
|---|---|---|---|
| floorplan | 24 | 247 | - |
| global placement | 76 | 497 | 12.7 |
| detailed placement | 76 | 506 | 12.7 |
| CTS | 80 | 458 | 13.9 |
| global route | 80 | 484 | 13.9 |
| finish | 80 | 450 | 13.9 |
-- routing by layer --
metal | GRT usage [%] | vias up | wire length (um)
met5 | 0 | - | 0
met4 | 0.170 | 0 | 0
met3 | 1.76 | 0 | 61
met2 | 2.43 | 9 | 247
met1 | 3.04 | 104 | 367
li1 | - | 102 | -
-- worst max-delay path: cells and delay by family (launching register included) --
family                 cells  cell delay [ps]
DFF                        1              400
and+or+nand+nor            1              550
buffers and inverters      1              440
-- worst min-delay path by stage --
stage	start	endpoint	slack (ps)
after CTS	reset	async pin	460
final	reset	state[1]	450
after global routing	reset	state[1]	480
-- cell type report --
class | instances | area share [%]
clock buffer | 4 | 8.76
inverter | 1 | 0.730
multi-input combinational | 12 | 23.1
sequential | 9 | 44.0
tap | 48 | 11.7
timing repair buffer | 6 | 11.7
-- kinds of logic (layout without fill, tap and decap cells) --
group / Yosys count / after routing / synth area share, %
flops: 9 / 9 / 63.3
mux: 7 / 7 / 22.0
simple gates: 3 / 3 / 6.29
buf+inv: 3 / 11 / 3.49
compound gates: 2 / 2 / 4.90
-- placed cells by master, fill, tap and decap left out --
cell type                         instances
sky130_fd_sc_hd__or4_1                    3
sky130_fd_sc_hd__mux2_2                   7
sky130_fd_sc_hd__o21a_1                   1
sky130_fd_sc_hd__o21ba_2                  1
sky130_fd_sc_hd__inv_1                    1
sky130_fd_sc_hd__clkdlybuf4s50_1          6
sky130_fd_sc_hd__dfstp_2                  1
sky130_fd_sc_hd__dfrtp_1                  8
sky130_fd_sc_hd__clkbuf_8                 3
sky130_fd_sc_hd__clkbuf_1                 1
Power and IR drop assume default switching activity.
