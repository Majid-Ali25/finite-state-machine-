--- /design/flow/run.sh ---
#!/bin/bash
# OpenROAD 26Q1-2900-gdf79404cd8, Yosys 0.63+post, stock flow scripts
make -C /OpenROAD-flow-scripts/flow DESIGN_CONFIG=/design/flow/config.mk WORK_HOME=/design/flow/orfs finish
--- /design/flow/config.mk ---
export PLATFORM = sky130hd
export DESIGN_NAME = FSM_Binary
export DESIGN_NICKNAME = FSM_Binary
export VERILOG_FILES = /design/flow/design.v
export SDC_FILE = /design/flow/constraint.sdc
export NUM_CORES = 4
export LEC_CHECK = 1
export CORE_AREA = 10 10 70 70
export DIE_AREA = 0 0 80 80
--- /design/flow/constraint.sdc ---
current_design FSM_Binary

set clk_period 1.1
set clk_io_pct 0.2

create_clock -name clk0 -period $clk_period [get_ports {clk}]

set non_clock_inputs [all_inputs -no_clocks]
set_input_delay [expr $clk_period * $clk_io_pct] -clock clk0 $non_clock_inputs
set_output_delay [expr $clk_period * $clk_io_pct] -clock clk0 [all_outputs]
--- /design/flow/design.v ---
module FSM_Binary (
    input logic clk,
    input logic reset,
    input logic in,
    output logic [3:0] out
);
    typedef enum logic [3:0] {
        S0 = 4'b0000,
        S1 = 4'b0001,
        S2 = 4'b0010,
        S3 = 4'b0011,
        S4 = 4'b0100,
        S5 = 4'b0101,
        S6 = 4'b0110,
        S7 = 4'b0111,
        S8 = 4'b1000
    } state_t;
    state_t state, next_state;
    always_ff @(posedge clk or posedge reset) begin
        if (reset)
            state <= S0;
        else
            state <= next_state;
    end
    always_comb begin
        case (state)
            S0: next_state = (in) ? S1 : S0;
            S1: next_state = (in) ? S2 : S1;
            S2: next_state = (in) ? S3 : S2;
            S3: next_state = (in) ? S4 : S3;
            S4: next_state = (in) ? S5 : S4;
            S5: next_state = (in) ? S6 : S5;
            S6: next_state = (in) ? S7 : S6;
            S7: next_state = (in) ? S8 : S7;
            S8: next_state = (in) ? S8 : S0;
            default: next_state = S0;
        endcase
    end
    always_comb begin
        case (state)
            S0: out = 4'b0000;
            S1: out = 4'b0001;
            S2: out = 4'b0010;
            S3: out = 4'b0011;
            S4: out = 4'b0100;
            S5: out = 4'b0101;
            S6: out = 4'b0110;
            S7: out = 4'b0111;
            S8: out = 4'b1000;
            default: out = 4'b0000;
        endcase
    end
endmodule
==> notes.md <==
Notes on the physical implementation.

- The flow ran to the end, but the final reports show violations.
- The checks that failed: negative setup slack.
- The number of global-route vias before repair was 287.
- Global routing used 2.94% of the available tracks across all layers.
- The layout cell share with drive strength beyond 1 is 65.1%, for reference.
- Per STA, the endpoint of the critical path is out[3].
- Per STA, the highest per-stage delay on the worst path measures 0.39 ns.
- The maximum operating frequency is 721 MHz, for reference.
- The latest clock arrival within the worst-skew pair is 0.24 ns, for reference.
- The y dimension of the die is 80 um, for reference.
- The initial core utilization is 6.37%, for reference.
- The cell area power density is 2440 nW/um^2, for reference.
- Per STA, the worst path is made up of buf_6, nor4b_4, buf_2.
- The warning tally printed by Yosys for this design is 1.
- The worst max-slew margin expressed relative to the limit is 85.7%, for reference.
- The synth_stat.txt file lists the number of cells as 19.
- Per the layout report, the design carries 382 filler cells.
- The origin of the critical flop-to-flop path is state[2], for reference.
- Looking at the critical path, the single cell with the biggest stage delay is sky130_fd_sc_hd__dfrtp_1.
- The class of the most critical setup path is reg -> out, for reference.
- The post-layout utilization of the core is 15.2%, for reference.
- The HPWL after detailed placement is 486 um.
- Summed over all cells, the static leakage comes to 0.234 nW.
- The overall routed net length is 788 um, for reference.
- The sum of internal, switching and leakage power is 0.00126 W, for reference.
- The synthesized netlist handed to floorplanning was reported with a cell count of 19.
- STA on the placed design reports a worst setup slack of -0.342 ns.
- The arrival time of data at the worst endpoint is listed as 1.17 ns.
- The fraction of the cycle the final worst path needs is 126%, for reference.
- The post-route worst setup slack is -0.286 ns, for reference.
- Clock tree synthesis selected as its root buffer the cell sky130_fd_sc_hd__clkbuf_4.
- For reference, the critical path is launched at state[0].
- Across the run, the number of max-cap violations was 0.
- According to the CTS report, the clock sink count is 4.
- Entering global routing, the biggest net connects 6 pins.
- The measured slew at the worst slew-check pin is 0.213 ns, for reference.
- The worst setup path is launched from a register.
- The cell area that synthesis handed to floorplanning was 218 um^2.
- Summed over all layers, the global routing overflow is 0.
- The register with the most flip-flops in the final layout is state.
- The logic area is 143 um^2, for reference.
- The number of antenna violations at the first check in global routing was 0.
- The data required time of the worst path is 0.88 ns, for reference.
- The largest fanout of any net on the critical path is 2, for reference.
- The path type of the worst min-delay path is in -> async, for reference.
- The final sum of negative setup slack is -0.726 ns, for reference.
- Buffers inserted during clock tree synthesis total 3.
- The weighted congestion reported at the end of routability-driven placement is 0.711, for reference.
- The clock input transition at the sequential cells of the worst setup and hold paths is 0.04 ns, for reference.
- The number of cells on the critical path is 3, for reference.
- The total of flip-flops plus latches after synthesis is 4, for reference.
- The number of endpoints with negative hold slack in the final report is 0, for reference.
- Per STA, the worst path accumulates the most delay in the family flip-flops.
- After synthesis, the chip area reported by Yosys is 218 um^2.
- The minimum setup slack among reg-to-reg paths is -0.04 ns, for reference.
- TritonCTS built the clock tree.
- The core area is 3420 um^2, for reference.
- Detailed routing inserted a total of 246 vias.
- The routed layout reports a DRC error count of 0.
- The area of the die is 6400 um^2, for reference.
- In the final routed layout, each cell accounts on average for 8.85 um.
- The floorplan row count is 21, for reference.
- The routed design shows a via density per instance of 2.76.
- The average instance in the mapped netlist occupies 11.5 um^2.
- The sequential cell area is 101 um^2, for reference.
- The iteration count recorded for the first detailed-route pass is 1.
- The first global-routing pass estimated 1410 um of wire.
- The count of endpoints failing setup in the final report is 6, for reference.
- The final max-slew violation count recorded for this run is 0.
- Per the CTS log, the buffer count on the longest clock path is 2.
- The die is 80 um wide.
- Per the run report, area growth between synthesis and finish was 138%.
- The register with the most flip-flops in the layout has 4 of them.
- Once iteration 0 of detailed routing completed, the report listed 0 DRC markers.
- For this run, the register share of the synthesized area comes to 46.0%.
- The number of antenna-violating nets in the routed design is 0, for reference.
- As logged by OpenROAD, the buffers inserted on ports number 6.
- The sort of element at the end of the critical path is an output pin, for reference.
- Counting cells, the worst reg-to-reg path comes to 4.
- During I/O placement, the number of pins put on the boundary was 7.
- The registers reported with the highest flop counts are state: 4 flops.
- Setup repair after global routing could not meet its margin everywhere.
- The final timing report derives a shortest allowable period of 1.39 ns.
- The peak supply drop is 0.449 mV, for reference.
- The logs give a warning total of 27.
- The reg-to-reg endpoint is state[2], for reference.
- The number of buffer and inverter instances along the worst setup path is 2, for reference.
- The gate-level netlist out of Yosys references 15 unique cell types.
- In the routed netlist, the antenna diode instances number 0.
- The number of H-tree levels is 1, for reference.
- The final hold slack is 0.194 ns, for reference.
- The final setup skew is 0.00112 ns, for reference.
cell families after synthesis:
kind of cell / share of synthesized area [%]
AND-OR/OR-AND: 10.3
XOR/XNOR: 4.02
flip-flops: 46.0
multiplexers: 6.89
AND/OR/NAND/NOR: 31.0
buffers and inverters: 1.72
per-layer routing:
layer,part of all wire (%),wire length (um),track usage (%)
met1,49,390,3.94
met2,35,276,3.29
met3,15,122,2.73
met4,0,0,0.528
met5,0,0,0
through the flow:
step	std cells	area (um^2)
2_1_floorplan	19	218
3_5_place_dp	77	380
5_1_grt	89	518
3_3_place_gp	77	380
6_report	89	518
4_1_cts	92	536
worst min path at each step:
| stage | startpoint | endpoint | slack (ns) | cells after the start |
|---|---|---|---|---|
| global route | reset | state[0] | 0.21 | 2 |
| CTS | reset | state[2] | 0.18 | 2 |
| finish | reset | state[2] | 0.19 | 2 |
placed cells by master (no fill, tap or decap), types with 2 or more instances in the layout:
cell type / instances
sky130_fd_sc_hd__buf_2: 4
sky130_fd_sc_hd__buf_6: 10
sky130_fd_sc_hd__clkbuf_4: 3
sky130_fd_sc_hd__clkdlybuf4s50_1: 2
sky130_fd_sc_hd__nor2_1: 2
sky130_fd_sc_hd__buf_4: 5
sky130_fd_sc_hd__dfrtp_1: 3
synth_stat cells:
master                     count  area, um^2
sky130_fd_sc_hd__a21bo_1       1        10.0
sky130_fd_sc_hd__a21oi_1       1        5.00
sky130_fd_sc_hd__and2b_1       1        7.51
sky130_fd_sc_hd__and2b_2       1        8.76
sky130_fd_sc_hd__and4b_1       1        10.0
sky130_fd_sc_hd__dfrtp_1       4         100
sky130_fd_sc_hd__inv_1         1        3.75
sky130_fd_sc_hd__mux2_4        1        15.0
sky130_fd_sc_hd__nand3_1       1        5.00
sky130_fd_sc_hd__nand3b_1      1        7.51
sky130_fd_sc_hd__nor2_1        2        7.51
sky130_fd_sc_hd__nor2b_1       1        6.26
sky130_fd_sc_hd__nor4b_2       1        15.0
sky130_fd_sc_hd__o21a_1        1        7.51
sky130_fd_sc_hd__xnor2_1       1        8.76
power by group:
group          leakage, nW  switching (W)  internal, W
Clock               0.0138      0.0000607     0.000122
Sequential          0.0483      0.0000549     0.000212
Combinational        0.171       0.000270     0.000544
Total                0.234       0.000386     0.000878
cell type report:
cell class | instances | share of cell area [%]
Clock buffer | 3 | 4.35
Inverter | 1 | 0.725
Multi-Input combinational cell | 14 | 27.5
Sequential cell | 4 | 19.6
Tap cell | 46 | 11.1
Timing Repair Buffer | 21 | 36.7
repair_timing:
action | in CTS | in global routing
buffers inserted | 13 | 1
pin swaps | 3 | 3
resized | 26 | 5
setup endpoints to repair | 5 | 7
hold buffers | 0 | 0
worst register-to-register path, stage by stage (launching register included):
cell and delay [ns]:
sky130_fd_sc_hd__dfrtp_1 0.38, sky130_fd_sc_hd__buf_6 0.12, sky130_fd_sc_hd__and2b_1 0.15, sky130_fd_sc_hd__buf_4 0.13, sky130_fd_sc_hd__mux2_4 0.24
No activity file was given, so power comes from the tool's default toggle rates.
